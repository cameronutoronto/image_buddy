==> flow/run.sh <==
#!/bin/bash
# OpenROAD 26Q1-2900-gdf79404cd8, Yosys 0.63+post, stock flow scripts
make -C /OpenROAD-flow-scripts/flow DESIGN_CONFIG=/design/flow/config.mk WORK_HOME=/design/flow/orfs finish
==> flow/config.mk <==
export PLATFORM = sky130hd
export DESIGN_NAME = bandpass_stream_v1_0_S00_AXIS
export DESIGN_NICKNAME = bandpass_stream_v1_0_S00_AXIS
export VERILOG_FILES = /design/flow/design.v
export SDC_FILE = /design/flow/constraint.sdc
export NUM_CORES = 4
export LEC_CHECK = 1
export CORE_AREA = 10 10 70 70
export DIE_AREA = 0 0 80 80
==> flow/constraint.sdc <==
current_design bandpass_stream_v1_0_S00_AXIS

set clk_period 1.3
set clk_io_pct 0.2

create_clock -name clk0 -period $clk_period [get_ports {S_AXIS_ACLK}]

set non_clock_inputs [all_inputs -no_clocks]
set_input_delay [expr $clk_period * $clk_io_pct] -clock clk0 $non_clock_inputs
set_output_delay [expr $clk_period * $clk_io_pct] -clock clk0 [all_outputs]
==> flow/design.v <==
`timescale 1 ns / 1 ps
	module bandpass_stream_v1_0_S00_AXIS #
	(
		parameter integer C_S_AXIS_TDATA_WIDTH	= 32
	)
	(
		input wire  S_AXIS_ACLK,
		input wire  S_AXIS_ARESETN,
		output wire  S_AXIS_TREADY,
		input wire [C_S_AXIS_TDATA_WIDTH-1 : 0] S_AXIS_TDATA,
		input wire [(C_S_AXIS_TDATA_WIDTH/8)-1 : 0] S_AXIS_TSTRB,
		input wire  S_AXIS_TLAST,
		input wire  S_AXIS_TVALID
	);
	function integer clogb2 (input integer bit_depth);
	  begin
	    for(clogb2=0; bit_depth>0; clogb2=clogb2+1)
	      bit_depth = bit_depth >> 1;
	  end
	endfunction
	localparam NUMBER_OF_INPUT_WORDS  = 8;
	localparam bit_num  = clogb2(NUMBER_OF_INPUT_WORDS-1);
	parameter [1:0] IDLE = 1'b0,         
	                WRITE_FIFO  = 1'b1;  
	wire  	axis_tready;
	reg mst_exec_state;  
	genvar byte_index;     
	wire fifo_wren;
	reg fifo_full_flag;
	reg [bit_num-1:0] write_pointer;
	  reg writes_done;
	assign S_AXIS_TREADY	= axis_tready;
	always @(posedge S_AXIS_ACLK) 
	begin  
	  if (!S_AXIS_ARESETN) 
	    begin
	      mst_exec_state <= IDLE;
	    end  
	  else
	    case (mst_exec_state)
	      IDLE: 
	          if (S_AXIS_TVALID)
	            begin
	              mst_exec_state <= WRITE_FIFO;
	            end
	          else
	            begin
	              mst_exec_state <= IDLE;
	            end
	      WRITE_FIFO: 
	        if (writes_done)
	          begin
	            mst_exec_state <= IDLE;
	          end
	        else
	          begin
	            mst_exec_state <= WRITE_FIFO;
	          end
	    endcase
	end
	assign axis_tready = ((mst_exec_state == WRITE_FIFO) && (write_pointer <= NUMBER_OF_INPUT_WORDS-1));
	always@(posedge S_AXIS_ACLK)
	begin
	  if(!S_AXIS_ARESETN)
	    begin
	      write_pointer <= 0;
	      writes_done <= 1'b0;
	    end  
	  else
	    if (write_pointer <= NUMBER_OF_INPUT_WORDS-1)
	      begin
	        if (fifo_wren)
	          begin
	            write_pointer <= write_pointer + 1;
	            writes_done <= 1'b0;
	          end
	          if ((write_pointer == NUMBER_OF_INPUT_WORDS-1)|| S_AXIS_TLAST)
	            begin
	              writes_done <= 1'b1;
	            end
	      end  
	end
	assign fifo_wren = S_AXIS_TVALID && axis_tready;
	generate 
	  for(byte_index=0; byte_index<= (C_S_AXIS_TDATA_WIDTH/8-1); byte_index=byte_index+1)
	  begin:FIFO_GEN
	    reg  [(C_S_AXIS_TDATA_WIDTH/4)-1:0] stream_data_fifo [0 : NUMBER_OF_INPUT_WORDS-1];
	    always @( posedge S_AXIS_ACLK )
	    begin
	      if (fifo_wren) 
	        begin
	          stream_data_fifo[write_pointer] <= S_AXIS_TDATA[(byte_index*8+7) -: 8];
	        end  
	    end  
	  end		
	endgenerate
	endmodule
==> job_summary.md <==
### Yosys + OpenROAD results

| Metric | Value |
|---|---|
| Status | `finished with violations` |
| Violated checks | `setup timing` |
| Area grow syn2layout | `75.5%` |
| Finished Layout Cells | `between 80 and 90` |
| Mapped cell area | `250 um^2` |
| Post-Route WL | `~570 um` |
| Net Sw Power | `slightly below 0.09 mW` |
| Power per Cell Area | `910 nW/um^2` |
| Hold_sp | `writes_done$_SDFFE_PN0P_` |
| CP max stage cell | `dfxtp_2` |
| Die Wd | `around 80 um` |
| Cells in synth_stat.txt | `27` |
| CP arrival | `~1300 ps` |
| Required time worst endpoint | `roughly 1000 ps` |
| Fill count | `~390` |
| Total core area | `between 3000 and 4000 um^2` |
| Dominant cell area share | `between 40% and 50%` |
| Vias per inst | `roughly 2.6` |
| Asr flop ratio synth | `0%` |
| Rows | `21` |
| CP Depth | `5` |
| DRC errors left | `0` |
| Tot GR Track Use | `1.95%` |
| Setup Viol. Count Final | `4` |
| Synth cell types | `12` |
| Clock latency (worst-skew pair) | `approximately 240 ps` |
| Largest net degree at the start of global routing | `10` |
| Max-cap violations | `0` |
| Final max-slew violation count | `0` |
| Worst-margin pin slew | `between 300 and 400 ps` |
| Kind of critical path | `register to output pin` |
| Commonest flop | `dfxtp_1` |
| Detail Route Antenna Nets | `0` |
| CTS Buffer Depth | `2` |
| Avg Cell Area, Syn | `just over 9 um^2` |
| Leakage power | `0.159 nW` |
| Fmax | `approximately 640 MHz` |
| ANT cells | `0` |
| Crit-path max FO | `2` |
| Cycle use final | `121%` |
| Synth Seq Share | `40.0%` |
| Hold_ws | `~480 ps` |
| Yosys reg bits | `5` |
| Synth area leader | `dfxtp_1` |
| Worst-path cell chain | `ha_4 > ha_4 > nand4b_1 > and2_1 > buf_2` |
| Slowest stage delay, CP | `330 ps` |
| R2R Path Start | `write_pointer[1]$_SDFFE_PN0P_` |
| Routed WL per cell | `around 6.8 um` |
| Reg clk slew, reported paths | `~40 ps` |
| CP bufs+invs | `1` |
| Yosys chip area | `250 um^2` |
| CTS tree | `yes` |
| Max_slew headroom | `78.0%` |
| DP Cell Count | `80` |
| H-tree depth | `1` |
| Post-Syn Instances | `27` |
| Die Size | `~6400 um^2` |
| Clk root buf | `clkbuf_4` |
| Die H | `roughly 80 um` |
| Placer congestion estimate | `0.764` |
| Final min period | `around 1600 ps` |
| Total CTS buffers | `3` |
| Vias in the first global route | `approximately 220` |
| IO Count | `41` |
| Worst r2r path cells | `6` |
| Grt total ovfl | `0` |
| Initial antenna violation count | `0` |
| Worst reg-to-reg setup slack | `-60 ps` |
| Iter 0 DRT Violations | `15` |
| Layout cells sized above 1 | `43.6%` |
| Crit end category | `output pin` |
| IO Port Bufs | `4` |
| Flip-flops with a built-in enable | `0` |
| Sw Share | `roughly 22%` |
| Largest cells by area | `dfxtp_1 (40%), mux2i_1 (12%), ha_1 (10%)` |
| Crit path top cell by count | `ha_4` |
| Hold crit path type | `register to register` |
| Int Pwr | `approximately 0.31 mW` |
| WHS Endpoint | `writes_done$_SDFFE_PN0P_` |
| Worst clock skew | `approximately 1.5 ps` |
| Tool Warnings | `about 64` |
| Most common library cells after synthesis | `nand2_1 (6), dfxtp_1 (5), mux2i_1 (3)` |
| Capturing point of the worst reg2reg path | `write_pointer[1]$_SDFFE_PN0P_` |
| RSZ-0062 raised after global routing | `true` |
| Fp_density | `7.33%` |
| Final hold viol count | `0` |
| Detailed-router iteration count before antenna repair | `2` |
| Setup WS post-layout | `-269 ps` |
| Worst VDD drop | `roughly 0.16 mV` |
| Vias | `about 220` |
| Clk pwr share | `between 40 and 50%` |
| Clock sinks | `5` |
| Sequential power share | `between 40% and 50%` |
| Hold depth | `2` |
| Cell family with most CP delay | `simple AND/OR/NAND/NOR gates` |
| Gate power share | `around an eighth` |
| Synth top cell by count | `nand2_1` |
| Ys Warns | `1` |
| Startpoint types | `register` |
| Global-route wire length before repair | `924 um` |
worst max-delay path by stage:
| stage | start | endpoint | slack [ps] |
|---|---|---|---|
| CTS | write_pointer[0]$_SDFFE_PN0P_ | S_AXIS_TREADY | -280 |
| finish | write_pointer[1]$_SDFFE_PN0P_ | S_AXIS_TREADY | -270 |
| global route | write_pointer[0]$_SDFFE_PN0P_ | S_AXIS_TREADY | -330 |
per-stage QoR:
| stage | setup slack [ps] | TNS, ps | utilization, % | instance area (um^2) | power [mW] |
|---|---|---|---|---|---|
| floorplan | -17.6 | -32.9 | - | 278 | 0.195 |
| global placement | -343 | -384 | 11.6 | 398 | 0.220 |
| detailed placement | -364 | -482 | 11.6 | 398 | 0.220 |
| CTS | -278 | -418 | 12.7 | 435 | 0.404 |
| global route | -331 | -633 | 12.9 | 439 | 0.427 |
| finish | -269 | -409 | 12.9 | 439 | 0.400 |
power by group through the flow:
stage	combinational (mW)	clock, mW	sequential [mW]
global route	0.0596	0.199	0.169
CTS	0.0505	0.186	0.168
finish	0.0522	0.180	0.168
area by class of cell:
class / instances / area (um^2) / share of cell area [%]
tap: 46 / 57.6 / 13.1
inverter: 1 / 3.75 / 0.855
multi-input combinational: 19 / 169 / 38.5
timing repair buffer: 10 / 80.1 / 18.2
sequential: 5 / 103 / 23.4
clock buffer: 4 / 26.3 / 5.98
cells by family (layout without fill, tap and decap cells):
logic type      Yosys count  after routing  synth area share, %
simple gates             11             11                 23.5
fa+ha+maj                 2              2                 10.0
compound gates            3              3                 7.00
flops                     5              5                 40.0
buf+inv                   3             15                 7.50
mux                       3              3                 12.0
cells in the final DEF, fill, tap and decap left out, types with 2 or more instances in the layout:
master           instances
nand2_1                  6
buf_4                    6
mux2i_1                  3
clkbuf_4                 3
clkdlybuf4s50_1          3
dfxtp_1                  3
nand4b_1                 2
and2_1                   2
o21ai_2                  2
ha_4                     2
dfxtp_2                  2
flip-flops by register name (all words and copies together) (netlist names):
name,cells
mst_exec_state,1
write_pointer,3
writes_done,1
repair_timing:
item                                    in CTS  in global routing
buffers inserted                             7                  0
resized                                      6                  1
pin swaps                                    5                  0
endpoints found under the setup margin       5                  5
cloned                                       0                  0
hold endpoints to repair                     0                  0
hold buffers                                 0                  0
worst reg2reg max path, delay by kind of cell, from the launching register on:
kind / cells / cell delay (ps)
adders and majority gates: 2 / 300
buffers and inverters: 1 / 160
DFF: 1 / 330
muxes: 1 / 110
and+or+nand+nor: 2 / 350
metal layers:
layer,GRT usage [%],routed length [um]
met4,0.352,0
met2,2.41,184
met3,2.73,107
met1,1.87,281
met5,0,0
Power figures rest on the tool's default switching activity, not on a simulated workload.
