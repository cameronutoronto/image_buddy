===== flow/config.mk =====
export PLATFORM = sky130hd
export DESIGN_NAME = deriv_maker
export DESIGN_NICKNAME = deriv_maker
export VERILOG_FILES = /design/flow/design.v
export SDC_FILE = /design/flow/constraint.sdc
export NUM_CORES = 4
export LEC_CHECK = 1
export CORE_UTILIZATION = 50

===== flow/constraint.sdc =====
current_design deriv_maker

set clk_period 15.1
set clk_io_pct 0.2

create_clock -name clk0 -period $clk_period [get_ports {clk}]

set non_clock_inputs [all_inputs -no_clocks]
set_input_delay [expr $clk_period * $clk_io_pct] -clock clk0 $non_clock_inputs
set_output_delay [expr $clk_period * $clk_io_pct] -clock clk0 [all_outputs]

===== flow/design.v =====
`timescale 1ns / 1ps
module deriv_maker(
    input clk,
    input [31:0] data_in,
    input valid_in,
    output valid_out,
    output [31:0] data_out
    );
parameter CEPSTRALS = 2'b00;
parameter DCEPSTRALS = 2'b01;
parameter DDCEPSTRALS = 2'b10;
reg [31:0] cep0, cep1, cep2, dcep0, dcep1, dcep2;
reg [5:0] counter = 6'b0;
reg [1:0] state = 2'b00;
reg valid_out_r;
reg [31:0] data_out_r;
always @(posedge clk) begin
    case (state)
    CEPSTRALS: begin
        valid_out_r <= valid_in;
        data_out_r <= data_in;
        if (valid_in) begin
            cep0 <= data_in;
            cep1 <= cep0;
            cep2 <= cep1;
            counter <= counter + 1;
            if (counter >= 6'h2) begin
                state <= DCEPSTRALS;
            end
        end
    end
    DCEPSTRALS: begin
        valid_out_r <= 1'b1;
        data_out_r <= cep0 - cep2;
        dcep0 <= cep0 - cep2;
        dcep1 <= dcep0;
        dcep2 <= dcep1;
        if (counter > 6'h4 || counter == 6'h0) begin
            state <= DDCEPSTRALS;
        end
        else begin
            state <= CEPSTRALS;
        end
    end
    DDCEPSTRALS: begin
        valid_out_r <= 1'b1;
        data_out_r <= dcep0 - dcep2;
        state <= CEPSTRALS;
    end
    endcase
end
assign valid_out = valid_out_r;
assign data_out = data_out_r;
endmodule

===== flow/run.sh =====
#!/bin/bash
# OpenROAD 26Q1-2900-gdf79404cd8, Yosys 0.63+post, stock flow scripts
make -C /OpenROAD-flow-scripts/flow DESIGN_CONFIG=/design/flow/config.mk WORK_HOME=/design/flow/orfs finish

==> flow_summary.json <==
{
  "outcome": "finished clean",
  "skew_ns": 0.01143,
  "p_total_mw": 3.272,
  "post-cts-setup-buffers": 0,
  "portBuffers": 66,
  "p_per_area_nw_per_um2": 246.1,
  "final_cell_mix": "edfxtp_1, inv_1, nor2_1, ha_1, clkdlybuf4s50_1",
  "clk_path_buf_depth": 3,
  "core_um2": 22640,
  "syn_inst": 920,
  "die.size.y_um": 153.9,
  "synth_seq_share": 0.6068,
  "via_per_inst": 5.621,
  "stdcell_count": 1297,
  "dp_hpwl_mm": 17.80,
  "grt.met2_usage": 0.2939,
  "first_global_vias": 7143,
  "area_delta_synth_final_pct": 15.29,
  "finalHoldViolCount": 0,
  "cap_violations": 0,
  "grt_max_degree": 60,
  "row_count": 55,
  "die_area_um2": 23670,
  "max-vdd-ir-drop_mv": 0.1812,
  "wire_per_inst_um": 19.21,
  "min-delay-start": "cep1[20]",
  "grt_use_met3": 0.1125,
  "crit_type": "in2reg",
  "insertion_delay_ns": 0.53,
  "start_kind": "input pin",
  "gr-usage-all-layers": 0.2373,
  "edf_count": 233,
  "worstMarginPinSlew_ns": 0.7627,
  "grt_first_pass_wirelength_mm": 39.34,
  "holdCritPathClass": "reg2reg",
  "drt_iter0_markers": 458,
  "vias": 7291,
  "antenna_cells": 0,
  "numCtsBuffers": 26,
  "period_used_share": 0.3139,
  "cts_tree": "built",
  "syn_area_um2": 11530,
  "avgSynthCellArea_um2": 12.53,
  "crit_arrival_ns": 4.96,
  "crit_end": "state[1]",
  "ys.warnings.count": 1,
  "yosys-top-cells-area": "edfxtp_1, ha_1, inv_1",
  "warning_count": 32,
  "place.gp.congestion": 0.9060,
  "reg2reg_from": "dcep2[1]",
  "crit_path_max_fanout": 59,
  "slew_viol_final": 0,
  "setup_ws_ns": 10.36,
  "die_w_um": 153.9,
  "antenna_found_initial": 0,
  "final_layout_size_suffix_gt1_frac": 0.06522,
  "drt-total-wl_mm": 24.92,
  "r2r_slack_ns": 11.75,
  "cts.repair.resized": 0,
  "rr_endpoint": "data_out_r[27]",
  "slew_headroom": 0.4916,
  "io_pins": 67,
  "leakage_nw": 5.081,
  "first_pass_iters": 5,
  "async_reset_ff_frac": 0,
  "yosys_area_um2": 11530,
  "place_ws_ns": 9.768,
  "synth_flop_count": 233,
  "clk_pin_slew_worst_paths_ns": 0.06,
  "drc": 0,
  "antenna_left": 0,
  "grt_overflow": 0,
  "startpoint": "valid_in",
  "rsz0062_at_grt": "no",
  "grt.busiest_layer": "met1",
  "max_freq_mhz": 211.0,
  "synth.distinct_cells": 74,
  "finalSetupTns_ns": 0,
  "dpl.cell_count": 1250,
  "setup-violations-final": 0,
  "ctsHoldBuffers": 0,
  "finalCriticalPeriod_ns": 4.739,
  "top_area_frac": 0.6068,
  "critPathCaptureType": "flip-flop",
  "cts.sinks": 233,
  "met1_usage": 0.4203,
  "cts-root-buf": "clkbuf_16",
  "yosys_cells": 920,
  "fp_util": 0.5093,
  "yosysTopAreaCell": "edfxtp_1",
  "mostFrequentLayoutCell": "edfxtp_1",
  "nFillCells": 1769,
  "htreeDepth": 1,
  "reg2reg_depth": 10,
  "cp_data_required_time_ns": 15.32,
  "ys.flop_type": "edfxtp_1"
}
routing by layer:
layer | routed length, um | vias up | share of wire
met5 | 0 | - | 0
met4 | 486 | 0 | 0.020
met3 | 2875 | 43 | 0.12
met2 | 9648 | 259 | 0.39
met1 | 11910 | 3413 | 0.48
li1 | - | 3576 | -
final cells by class:
class / instances / area (um^2) / share of cell area
Tap cell: 285 / 356.6 / 0.02682
Clock buffer: 34 / 701.9 / 0.05280
Multi-Input combinational cell: 572 / 4114 / 0.3095
Timing Repair Buffer: 73 / 713.2 / 0.05365
Sequential cell: 233 / 6997 / 0.5263
Inverter: 87 / 326.6 / 0.02456
Clock inverter: 13 / 85.08 / 0.006400
synth_stat cells, types with 11 or more instances:
library cell	instances
a21o_1	23
a21oi_1	54
a221oi_1	15
clkbuf_1	23
edfxtp_1	233
ha_1	71
inv_1	86
nand2_1	51
nand2b_1	11
nand3_1	20
nor2_1	71
nor2b_1	12
o21ai_0	28
xnor2_1	31
xor2_1	22
worst max-delay path, cell delays in order:
cell	delay [ns]
clkdlybuf4s50_1	0.47
and2_4	0.51
buf_4	0.72
o2bb2ai_1	0.22
flip-flops by register name, indices dropped and copies added (netlist names):
register and count:
dcep2 32, dcep0 32, cep2 32, state 2
valid_out_r 1, dcep1 32, counter 6, data_out_r 32
cep0 32, cep1 32
report_power, final:
part           switching (mW)  internal [mW]
Sequential             0.0944           1.08
Combinational           0.931          0.580
Clock                   0.244          0.342
kinds of logic after synthesis:
logic type,after synthesis,share of synthesized area
XOR/XNOR,54,0.04167
AND-OR/OR-AND,231,0.1421
adder cells (fa/ha/maj),73,0.08051
AND/OR/NAND/NOR,207,0.08485
multiplexers,7,0.006293
buffers and inverters,115,0.03776
flip-flops,233,0.6068
worst min path at each step:
stage,end,slack [ns],cells after the start
finish,cep2[20],0.41,0
global route,cep2[0],0.42,0
CTS,cep2[20],0.42,0
through the flow:
| step | instance area (um^2) | util | hold WS, ns |
|---|---|---|---|
| floorplan | 11530 | - | 0.4003 |
| global placement | 12510 | 0.5524 | 0.4002 |
| detailed placement | 12510 | 0.5524 | 0.4045 |
| CTS | 13290 | 0.5872 | 0.4166 |
| global route | 13290 | 0.5872 | 0.4205 |
| finish | 13290 | 0.5872 | 0.4145 |
