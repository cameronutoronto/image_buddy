<file path="design/flow/config.mk">
export PLATFORM = sky130hd
export DESIGN_NAME = axis_interconnect_v11
export DESIGN_NICKNAME = axis_interconnect_v11
export VERILOG_FILES = /design/flow/design.v
export SDC_FILE = /design/flow/constraint.sdc
export NUM_CORES = 4
export LEC_CHECK = 1
export CORE_AREA = 10 10 225 225
export DIE_AREA = 0 0 235 235
</file>
<file path="design/flow/design.v">
`timescale 1ns / 1ps
module axis_interconnect_v11(
    input p_ready,
    input [14:0] d_valid,
    input [31:0] data_in_00,
    input [31:0] data_in_01,
    input [31:0] data_in_02,
    input [31:0] data_in_03,
    input [31:0] data_in_04,
    input [31:0] data_in_05,
    input [31:0] data_in_06,
    input [31:0] data_in_07,
    input [31:0] data_in_08,
    input [31:0] data_in_09,
    input [31:0] data_in_10,
    input [31:0] data_in_11,
    input [31:0] data_in_12,
    input [31:0] data_in_13,
    input [31:0] data_in_14,
    input clk,
    output [31:0] data_out,
    output [14:0] i_ready,
    output d_valid_out
    );
reg[14:0] sel = 15'h0001;  
reg[31:0] data_in_r;
reg d_valid_out_r = 1'b0;
reg [1:0] state = 2'b00;
reg [14:0] i_ready_r;
always @(posedge clk) begin
    case (sel)
        15'h0001: data_in_r <= data_in_00;
        15'h0002: data_in_r <= data_in_01;
        15'h0004: data_in_r <= data_in_02;
        15'h0008: data_in_r <= data_in_03;
        15'h0010: data_in_r <= data_in_04;
        15'h0020: data_in_r <= data_in_05;
        15'h0040: data_in_r <= data_in_06;
        15'h0080: data_in_r <= data_in_07;
        15'h0100: data_in_r <= data_in_08;
        15'h0200: data_in_r <= data_in_09;
        15'h0400: data_in_r <= data_in_10;
        15'h0800: data_in_r <= data_in_11;
        15'h1000: data_in_r <= data_in_12;
        15'h2000: data_in_r <= data_in_13;
        15'h4000: data_in_r <= data_in_14;
        default: data_in_r <= data_in_r;
    endcase
    d_valid_out_r <= 1'b0;
    i_ready_r <= 15'h0000;
    case (state)
    2'b00: begin
        if (p_ready == 1'b1) begin
            i_ready_r <= sel;
            if ((d_valid & sel)) begin
                d_valid_out_r <= 1'b1;
                if (sel == 15'h4000)
                    sel <= 15'h0001;
                else
                    sel <= sel << 1;
                state <= 2'b01;
            end
        end
    end
    2'b01:
        state <= 2'b10;
    2'b10:
        state <= 2'b11;
    2'b11:
        state <= 2'b00;
    endcase
end
assign data_out = data_in_r;
assign i_ready = i_ready_r;  
assign d_valid_out = d_valid_out_r;
endmodule
</file>
<file path="design/flow/run.sh">
#!/bin/bash
# OpenROAD 26Q1-2900-gdf79404cd8, Yosys 0.63+post, stock flow scripts
make -C /OpenROAD-flow-scripts/flow DESIGN_CONFIG=/design/flow/config.mk WORK_HOME=/design/flow/orfs finish
</file>
<file path="design/flow/constraint.sdc">
current_design axis_interconnect_v11

set clk_period 6.3
set clk_io_pct 0.2

create_clock -name clk0 -period $clk_period [get_ports {clk}]

set non_clock_inputs [all_inputs -no_clocks]
set_input_delay [expr $clk_period * $clk_io_pct] -clock clk0 $non_clock_inputs
set_output_delay [expr $clk_period * $clk_io_pct] -clock clk0 [all_outputs]
</file>
==> out/qor.yml <==
clk_latency_ns: 0.35
firstDrtPassIters: 7
hold_depth: 0
r2r_start: "sel[9]"
die_y_um: 235
critPathRequiredTime_ns: 6.31
num_io_pins: 545
cellPowerDensity_nw_per_um2: 134
critPathSlowestCell: "or4_4"
drt_iter0_markers: 843
status: "complete, no violations"
clk_path_buf_depth: 2
finalSetupTns_ns: 0
synth-seq-area-share: 0.324
netlist.area_leader.share: 0.266
grt_pass1_wl_um: 70900
finClkSkew_ns: 0.0102
clk_pin_slew_ns: 0.06
hold_path.class: "flop to flop"
drv_slew: 0
crit_fanout: 20
synth-simple-area-share: 0.158
mux_share: 0.0813
core-area_sq_um: 45600
crit_chain: "or4_4 > or4_1 > a31oi_1 > a311oi_4 > buf_4 > o41ai_2 > buf_4"
finalSetupViolations: 0
fmax_ghz: 0.289
post_cts_buffers: 0
adder_share: 0.00678
cellLeakagePower_nw: 4.34
grt_use_total: 0.185
critical-path-max-stage-delay_ns: 0.82
area_delta_synth_final_pct: 117
initial_core_util: 0.122
ys_ff: 65
yosys-stat-area_sq_um: 5540
syn-instance-count: 507
cts_root_buf: "clkbuf_16"
xor_share: 0.00474
tritoncts: "yes"
placed_cell_area_sq_um: 11700
fp.dieW_um: 235
cts_htree_levels: 3
min-delay-start: "sel[0]"
edf_count: 49
rsz0062_at_grt: "false"
log.warning_count: 27
maxCapViolCount: 0
ys_sh_aoi: 0.346
antenna_found_initial: 25
endpoint_kind: "flop"
drcViolationCount: 0
r2r-end: "data_in_r[15]"
cts_buffers: 9
r2r_slack_ns: 2.84
vias: 7650
drive_gt1_frac: 0.122
num_rows: 78
ant_nets: 0
final_util: 0.264
relSlewSlack: 0.480
cp-start-kind: "flop"
avgSynthCellArea_sq_um: 10.9
path_delay_family: "simple AND/OR/NAND/NOR gates"
fin_crit_ns: 3.46
netlist_area_sq_um: 5540
area_leaders: "edfxtp_1 (27%), a222oi_1 (12%), a221oi_1 (9.8%), a22o_1 (9.8%), mux2_4 (7.3%)"
r2r_cells: 7
grt_pass1_vias: 8233
dieArea_sq_um: 55200
logic_family: "AND-OR/OR-AND gates"
crit_type: "flop to flop"
viasPerCell: 4.68
ir_drop_v: 0.000109
cts_resized: 0
totalWireLength_um: 53200
cp_num_buf_inv: 2
routabilityCongestion: 0.931
wl_per_cell_um: 32.5
numClockSinks: 65
dpl.hpwl_um: 43600
period_used_share: 0.550
port_buffers: 544
worstPathArrival_ns: 3.47
ys_types: 43
hold_viol_final: 0
crit_path_frequent_cell: "buf_4"
postLayoutCellArea_sq_um: 12000
overflow: 0
synth_area_leader_cell: "edfxtp_1"
synthTopCellsByCount: "a222oi_1 (65), a221oi_1 (62), a22o_1 (62)"
worst_slew_pin_slew_ns: 0.780
ff_type: "edfxtp_1"
most_common_cell: "a222oi_1"
ctsHoldBuffers: 0
synthArstFlopShare: 0
yosys_warnings: 1
grt_max_degree: 22
ys_cells: 507
holdPathEnd: "sel[1]"
## metal layers
layer	global-route usage	vias up	share of wire
li1	-	3352	-
met1	0.206	3700	0.36
met2	0.311	491	0.49
met3	0.0855	79	0.12
met4	0.0558	28	0.030
met5	0.00712	-	0.0042
## sequential cells by signal, summed over array words and instances, names as in the netlist
signal / count
d_valid_out_r: 1
data_in_r: 32
i_ready_r: 15
sel: 15
state: 2
## worst register-to-register path: stages (launching register included)
cell and delay (ns):
edfxtp_1 0.57, or4_4 0.82, or4_1 0.54, a31oi_1 0.34
a311oi_4 0.07, buf_4 0.27, o41ai_2 0.10, buf_4 0.38
## worst max-delay path by stage
| stage | to | slack [ns] | from | depth (start not counted) |
|---|---|---|---|---|
| CTS | data_in_r[15] | 2.86 | sel[9] | 7 |
| global route | data_in_r[11] | 2.73 | sel[9] | 7 |
| finish | data_in_r[15] | 2.84 | sel[9] | 7 |
## cell type report
cell class                 instances  area [sq um]
fill                            4713         33500
timing repair buffer             583          5740
multi-input combinational        356          3410
sequential                        65          1790
tap                              600           751
clock buffer                      10           250
clock inverter                     6          50.0
inverter                           7          26.3
antenna                            9          22.5
## kinds of logic after synthesis
kind of cell,count (synthesis)
buffers and inverters,86
AOI/OAI and AO/OA,212
adders and majority gates,3
xor gates and xnor gates,3
DFF,65
muxes,31
and+or+nand+nor,107
## where the power goes
group          internal [mW]  switching, mW
Sequential             0.516         0.0514
Combinational          0.359          0.165
Clock                  0.298          0.223
Total                   1.17          0.440
## metrics by stage
step           power (mW)  hold slack [ns]  cells  setup WS, ns
3_5_place_dp         1.10            0.634   1611          2.87
3_3_place_gp         1.09            0.621   1611          2.95
6_report             1.61            0.653   1636          2.84
4_1_cts              1.64            0.654   1627          2.86
5_1_grt              1.69            0.693   1634          2.73
2_1_floorplan       0.693            0.595    507          1.08
## cell usage in the layout (no fill, tap or decap), drive strengths merged, types with 2 or more instances in the layout
master           n
inv             13
nand2            2
a22o            62
nor2             5
a221oi          62
nor3             3
diode            9
o41ai            2
xor2             3
nand3            4
clkdlybuf4s50  544
nor2b            2
o211ai           3
mux2            31
a22oi           10
buf             39
nor4            19
or3b             3
clkbuf          10
or3              2
o21ai            4
and3            15
or4              6
a222oi          65
ha               3
nand4           32
edfxtp          49
or4b            11
dfxtp           16
Power and IR drop assume default switching activity.
